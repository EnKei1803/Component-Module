==> flow/config.mk <==
export PLATFORM = sky130hd
export DESIGN_NAME = kogge_stone_adder_32bits
export DESIGN_NICKNAME = kogge_stone_adder_32bits
export VERILOG_FILES = /design/flow/design.v
export SDC_FILE = /design/flow/constraint.sdc
export NUM_CORES = 4
export LEC_CHECK = 1
export CORE_AREA = 10 10 95 95
export DIE_AREA = 0 0 105 105
==> flow/constraint.sdc <==
current_design kogge_stone_adder_32bits

set clk_period 8.2
set clk_io_pct 0.2

create_clock -name clk0 -period $clk_period

set non_clock_inputs [all_inputs -no_clocks]
set_input_delay [expr $clk_period * $clk_io_pct] -clock clk0 $non_clock_inputs
set_output_delay [expr $clk_period * $clk_io_pct] -clock clk0 [all_outputs]
==> flow/design.v <==
module black_cell
(
	input logic		P_pre, G_pre,
	input logic		P_cur, G_cur,
	output logic	P_n, G_n
);
	assign G_n = G_cur | ( P_cur & G_pre) ; 
	assign P_n = P_pre & P_cur ;
endmodule 
module gray_cell
(
	input logic		G_pre,
	input logic		P_cur, G_cur,
	output logic	G_n
);
	assign G_n = G_cur | ( P_cur & G_pre) ; 
endmodule 
module kogge_stone_adder_32bits 			
(
    input logic	[31:0]	operand_a, 
	 input logic	[31:0]	operand_b,
    input logic				cin,
    output logic	[31:0]	sum,
    output logic				cout
);
    logic [32:1] G,P; 
	 logic [32:1] C;
    assign G = operand_a & operand_b;     
    assign P = operand_a ^ operand_b;     
	 logic [32:3] G1, P1;		 
	 logic [32:5] G2, P2;		 
	 logic [32:9] G3, P3;		 
	 logic [32:17] G4, P4;		 
	 assign C[1] = G[1] | (P[1] & cin);
	 gray_cell 	gray_cell_02	(C[1], P[2], G[2], C[2]);
    black_cell black_cell_1_03  ( P[2],  G[2],  P[3],  G[3],  P1[3],  G1[3]);
    black_cell black_cell_1_04  ( P[3],  G[3],  P[4],  G[4],  P1[4],  G1[4]);
    black_cell black_cell_1_05  ( P[4],  G[4],  P[5],  G[5],  P1[5],  G1[5]);
    black_cell black_cell_1_06  ( P[5],  G[5],  P[6],  G[6],  P1[6],  G1[6]);
    black_cell black_cell_1_07  ( P[6],  G[6],  P[7],  G[7],  P1[7],  G1[7]);
    black_cell black_cell_1_08  ( P[7],  G[7],  P[8],  G[8],  P1[8],  G1[8]);
    black_cell black_cell_1_09  ( P[8],  G[8],  P[9],  G[9],  P1[9],  G1[9]);
    black_cell black_cell_1_10  ( P[9],  G[9],  P[10], G[10], P1[10], G1[10]);
    black_cell black_cell_1_11  ( P[10], G[10], P[11], G[11], P1[11], G1[11]);
    black_cell black_cell_1_12  ( P[11], G[11], P[12], G[12], P1[12], G1[12]);
    black_cell black_cell_1_13  ( P[12], G[12], P[13], G[13], P1[13], G1[13]);
    black_cell black_cell_1_14  ( P[13], G[13], P[14], G[14], P1[14], G1[14]);
    black_cell black_cell_1_15  ( P[14], G[14], P[15], G[15], P1[15], G1[15]);
    black_cell black_cell_1_16  ( P[15], G[15], P[16], G[16], P1[16], G1[16]);
    black_cell black_cell_1_17  ( P[16], G[16], P[17], G[17], P1[17], G1[17]);
    black_cell black_cell_1_18  ( P[17], G[17], P[18], G[18], P1[18], G1[18]);
    black_cell black_cell_1_19  ( P[18], G[18], P[19], G[19], P1[19], G1[19]);
    black_cell black_cell_1_20  ( P[19], G[19], P[20], G[20], P1[20], G1[20]);
    black_cell black_cell_1_21  ( P[20], G[20], P[21], G[21], P1[21], G1[21]);
    black_cell black_cell_1_22  ( P[21], G[21], P[22], G[22], P1[22], G1[22]);
    black_cell black_cell_1_23  ( P[22], G[22], P[23], G[23], P1[23], G1[23]);
    black_cell black_cell_1_24  ( P[23], G[23], P[24], G[24], P1[24], G1[24]);
    black_cell black_cell_1_25  ( P[24], G[24], P[25], G[25], P1[25], G1[25]);
    black_cell black_cell_1_26  ( P[25], G[25], P[26], G[26], P1[26], G1[26]);
    black_cell black_cell_1_27  ( P[26], G[26], P[27], G[27], P1[27], G1[27]);
    black_cell black_cell_1_28  ( P[27], G[27], P[28], G[28], P1[28], G1[28]);
    black_cell black_cell_1_29  ( P[28], G[28], P[29], G[29], P1[29], G1[29]);
    black_cell black_cell_1_30  ( P[29], G[29], P[30], G[30], P1[30], G1[30]);
    black_cell black_cell_1_31  ( P[30], G[30], P[31], G[31], P1[31], G1[31]);
	 black_cell black_cell_1_32  ( P[31], G[31], P[32], G[32], P1[32], G1[32]);
	 gray_cell 	gray_cell_03	(C[1], P1[3], G1[3], C[3]);
	 gray_cell 	gray_cell_04	(C[2], P1[4], G1[4], C[4]);
    black_cell black_cell_2_05  ( P1[3],  G1[3],  P1[5],  G1[5],  P2[5],  G2[5]);
    black_cell black_cell_2_06  ( P1[4],  G1[4],  P1[6],  G1[6],  P2[6],  G2[6]);
    black_cell black_cell_2_07  ( P1[5],  G1[5],  P1[7],  G1[7],  P2[7],  G2[7]);
    black_cell black_cell_2_08  ( P1[6],  G1[6],  P1[8],  G1[8],  P2[8],  G2[8]);
    black_cell black_cell_2_09  ( P1[7], G1[7], P1[9],  G1[9],  P2[9],  G2[9]);
    black_cell black_cell_2_10  ( P1[8], G1[8], P1[10], G1[10], P2[10], G2[10]);
    black_cell black_cell_2_11  ( P1[9], G1[9], P1[11], G1[11], P2[11], G2[11]);
    black_cell black_cell_2_12  ( P1[10], G1[10], P1[12], G1[12], P2[12], G2[12]);
    black_cell black_cell_2_13  ( P1[11], G1[11], P1[13], G1[13], P2[13], G2[13]);
    black_cell black_cell_2_14  ( P1[12], G1[12], P1[14], G1[14], P2[14], G2[14]);
    black_cell black_cell_2_15  ( P1[13], G1[13], P1[15], G1[15], P2[15], G2[15]);
    black_cell black_cell_2_16  ( P1[14], G1[14], P1[16], G1[16], P2[16], G2[16]);
    black_cell black_cell_2_17  ( P1[15], G1[15], P1[17], G1[17], P2[17], G2[17]);
    black_cell black_cell_2_18  ( P1[16], G1[16], P1[18], G1[18], P2[18], G2[18]);
    black_cell black_cell_2_19  ( P1[17], G1[17], P1[19], G1[19], P2[19], G2[19]);
    black_cell black_cell_2_20  ( P1[18], G1[18], P1[20], G1[20], P2[20], G2[20]);
    black_cell black_cell_2_21  ( P1[19], G1[19], P1[21], G1[21], P2[21], G2[21]);
    black_cell black_cell_2_22  ( P1[20], G1[20], P1[22], G1[22], P2[22], G2[22]);
    black_cell black_cell_2_23  ( P1[21], G1[21], P1[23], G1[23], P2[23], G2[23]);
    black_cell black_cell_2_24  ( P1[22], G1[22], P1[24], G1[24], P2[24], G2[24]);
    black_cell black_cell_2_25  ( P1[23], G1[23], P1[25], G1[25], P2[25], G2[25]);
    black_cell black_cell_2_26  ( P1[24], G1[24], P1[26], G1[26], P2[26], G2[26]);
    black_cell black_cell_2_27  ( P1[25], G1[25], P1[27], G1[27], P2[27], G2[27]);
    black_cell black_cell_2_28  ( P1[26], G1[26], P1[28], G1[28], P2[28], G2[28]);
    black_cell black_cell_2_29  ( P1[27], G1[27], P1[29], G1[29], P2[29], G2[29]);
    black_cell black_cell_2_30  ( P1[28], G1[28], P1[30], G1[30], P2[30], G2[30]);
    black_cell black_cell_2_31  ( P1[29], G1[29], P1[31], G1[31], P2[31], G2[31]);
	 black_cell black_cell_2_32  ( P1[30], G1[30], P1[32], G1[32], P2[32], G2[32]);
	 gray_cell 	gray_cell_05	(C[1] , P2[5], G2[5], C[5]);
	 gray_cell 	gray_cell_06	(C[2] , P2[6], G2[6], C[6]);
	 gray_cell 	gray_cell_07	(C[3] , P2[7], G2[7], C[7]);
	 gray_cell 	gray_cell_08	(C[4] , P2[8], G2[8], C[8]);
    black_cell black_cell_3_09  ( P2[5], G2[5], P2[9],  G2[9],  P3[9],  G3[9]);
    black_cell black_cell_3_10  ( P2[6], G2[6], P2[10], G2[10], P3[10], G3[10]);
    black_cell black_cell_3_11  ( P2[7], G2[7], P2[11], G2[11], P3[11], G3[11]);
    black_cell black_cell_3_12  ( P2[8], G2[8], P2[12], G2[12], P3[12], G3[12]);
    black_cell black_cell_3_13  ( P2[9] , G2[9] , P2[13], G2[13], P3[13], G3[13]);
    black_cell black_cell_3_14  ( P2[10], G2[10], P2[14], G2[14], P3[14], G3[14]);
    black_cell black_cell_3_15  ( P2[11], G2[11], P2[15], G2[15], P3[15], G3[15]);
    black_cell black_cell_3_16  ( P2[12], G2[12], P2[16], G2[16], P3[16], G3[16]);
    black_cell black_cell_3_17  ( P2[13], G2[13], P2[17], G2[17], P3[17], G3[17]);
    black_cell black_cell_3_18  ( P2[14], G2[14], P2[18], G2[18], P3[18], G3[18]);
    black_cell black_cell_3_19  ( P2[15], G2[15], P2[19], G2[19], P3[19], G3[19]);
    black_cell black_cell_3_20  ( P2[16], G2[16], P2[20], G2[20], P3[20], G3[20]);
    black_cell black_cell_3_21  ( P2[17], G2[17], P2[21], G2[21], P3[21], G3[21]);
    black_cell black_cell_3_22  ( P2[18], G2[18], P2[22], G2[22], P3[22], G3[22]);
    black_cell black_cell_3_23  ( P2[19], G2[19], P2[23], G2[23], P3[23], G3[23]);
    black_cell black_cell_3_24  ( P2[20], G2[20], P2[24], G2[24], P3[24], G3[24]);
    black_cell black_cell_3_25  ( P2[21], G2[21], P2[25], G2[25], P3[25], G3[25]);
    black_cell black_cell_3_26  ( P2[22], G2[22], P2[26], G2[26], P3[26], G3[26]);
    black_cell black_cell_3_27  ( P2[23], G2[23], P2[27], G2[27], P3[27], G3[27]);
    black_cell black_cell_3_28  ( P2[24], G2[24], P2[28], G2[28], P3[28], G3[28]); 
    black_cell black_cell_3_29  ( P2[25], G2[25], P2[29], G2[29], P3[29], G3[29]);
    black_cell black_cell_3_30  ( P2[26], G2[26], P2[30], G2[30], P3[30], G3[30]);
    black_cell black_cell_3_31  ( P2[27], G2[27], P2[31], G2[31], P3[31], G3[31]);
	 black_cell black_cell_3_32  ( P2[28], G2[28], P2[32], G2[32], P3[32], G3[32]);
    gray_cell 	gray_cell_09	(C[1], P3[9],  G3[9],  C[9]);
    gray_cell 	gray_cell_10	(C[2], P3[10], G3[10], C[10]);
    gray_cell 	gray_cell_11	(C[3], P3[11], G3[11], C[11]);
    gray_cell 	gray_cell_12	(C[4], P3[12], G3[12], C[12]);
    gray_cell 	gray_cell_13	(C[5], P3[13], G3[13], C[13]);
    gray_cell 	gray_cell_14	(C[6], P3[14], G3[14], C[14]);
    gray_cell 	gray_cell_15	(C[7], P3[15], G3[15], C[15]);
    gray_cell 	gray_cell_16	(C[8], P3[16], G3[16], C[16]);
    black_cell black_cell_4_17  ( P3[9] , G3[9] , P3[17], G3[17], P4[17], G4[17]);
    black_cell black_cell_4_18  ( P3[10], G3[10], P3[18], G3[18], P4[18], G4[18]);
    black_cell black_cell_4_19  ( P3[11], G3[11], P3[19], G3[19], P4[19], G4[19]);
    black_cell black_cell_4_20  ( P3[12], G3[12], P3[20], G3[20], P4[20], G4[20]);
    black_cell black_cell_4_21  ( P3[13], G3[13], P3[21], G3[21], P4[21], G4[21]);
    black_cell black_cell_4_22  ( P3[14], G3[14], P3[22], G3[22], P4[22], G4[22]);
    black_cell black_cell_4_23  ( P3[15], G3[15], P3[23], G3[23], P4[23], G4[23]);
    black_cell black_cell_4_24  ( P3[16], G3[16], P3[24], G3[24], P4[24], G4[24]);
    black_cell black_cell_4_25  ( P3[17], G3[17], P3[25], G3[25], P4[25], G4[25]);
    black_cell black_cell_4_26  ( P3[18], G3[18], P3[26], G3[26], P4[26], G4[26]);
    black_cell black_cell_4_27  ( P3[19], G3[19], P3[27], G3[27], P4[27], G4[27]);
    black_cell black_cell_4_28  ( P3[20], G3[20], P3[28], G3[28], P4[28], G4[28]);
    black_cell black_cell_4_29  ( P3[21], G3[21], P3[29], G3[29], P4[29], G4[29]);
    black_cell black_cell_4_30  ( P3[22], G3[22], P3[30], G3[30], P4[30], G4[30]);
    black_cell black_cell_4_31  ( P3[23], G3[23], P3[31], G3[31], P4[31], G4[31]);
	 black_cell black_cell_4_32  ( P3[24], G3[24], P3[32], G3[32], P4[32], G4[32]);
	 gray_cell 	gray_cell_17	(C[1],  P4[17], G4[17], C[17]);
    gray_cell 	gray_cell_18	(C[2],  P4[18], G4[18], C[18]);
    gray_cell 	gray_cell_19	(C[3],  P4[19], G4[19], C[19]);
    gray_cell 	gray_cell_20	(C[4],  P4[20], G4[20], C[20]);
    gray_cell 	gray_cell_21	(C[5],  P4[21], G4[21], C[21]);
    gray_cell 	gray_cell_22	(C[6],  P4[22], G4[22], C[22]);
    gray_cell 	gray_cell_23	(C[7],  P4[23], G4[23], C[23]);
    gray_cell 	gray_cell_24	(C[8],  P4[24], G4[24], C[24]);
    gray_cell 	gray_cell_25	(C[9],  P4[25], G4[25], C[25]);
    gray_cell 	gray_cell_26	(C[10], P4[26], G4[26], C[26]);
    gray_cell 	gray_cell_27	(C[11], P4[27], G4[27], C[27]);
    gray_cell 	gray_cell_28	(C[12], P4[28], G4[28], C[28]); 
    gray_cell 	gray_cell_29	(C[13], P4[29], G4[29], C[29]);
    gray_cell 	gray_cell_30	(C[14], P4[30], G4[30], C[30]);
    gray_cell 	gray_cell_31	(C[15], P4[31], G4[31], C[31]);
    gray_cell 	gray_cell_32	(C[16], P4[32], G4[32], C[32]);
	 assign sum[0] = cin ^ P[1];
    assign sum[31:1] = C[31:1] ^ P[32:2];
	 assign cout = C[32];
endmodule
==> flow/run.sh <==
#!/bin/bash
# OpenROAD 26Q1-2900-gdf79404cd8, Yosys 0.63+post, stock flow scripts
make -C /OpenROAD-flow-scripts/flow DESIGN_CONFIG=/design/flow/config.mk WORK_HOME=/design/flow/orfs finish
==> results_tabular.tex <==
% Synthesis and place-and-route results
\begin{tabular}{lr}
\hline
Metric & Value \\
\hline
\multicolumn{2}{l}{\textbf{Outcome}} \\
Outcome & complete, no violations \\
\multicolumn{2}{l}{\textbf{Layout}} \\
Filler cells & 717 \\
P\&R area growth vs syn & 62.9\% \\
Layout Cell Area excl Fill & 2800 um2 \\
Clock buffer instance count of the final layout & 0 \\
Seq cells & 0 \\
Commonest Layout Cell & sky130\_fd\_sc\_hd\_\_clkdlybuf4s50\_1 \\
Commonest non-fill, non-tap cells in the layout & 98 x sky130\_fd\_sc\_hd\_\_clkdlybuf4s50\_1, 31 x sky130\_fd\_sc\_hd\_\_ha\_1, 30 x sky130\_fd\_sc\_hd\_\_a21oi\_1 \\
FF/Latch Area & 0 um2 \\
Ratio of cells with drive above 1 in the final layout & 0.0393 \\
\multicolumn{2}{l}{\textbf{Yosys}} \\
Leading post-synthesis cells by cell area & sky130\_fd\_sc\_hd\_\_ha\_1 23\%, sky130\_fd\_sc\_hd\_\_xnor2\_1 9.2\%, sky130\_fd\_sc\_hd\_\_a21oi\_1 8.7\% \\
YS chip area & 1720 um2 \\
Distinct lib cells used & between 40 and 50 \\
Synth warnings & 0 \\
Total standard cell area after synthesis & 1720 um2 \\
Number of cells in the yosys synthesis report & 237 \\
Yosys top cell by area & sky130\_fd\_sc\_hd\_\_ha\_1 \\
Syn Inst Count & approximately 240 \\
Top cell type's share of synthesized area & 0.225 \\
Post-synthesis area per instance & 7.26 um2 \\
Seq share, synth & 0 \\
\multicolumn{2}{l}{\textbf{Drt}} \\
DRC violation count after routing & 0 \\
Via count & between 2000 and 2500 \\
Via density per instance & approximately 4.8 \\
Final routed wire length divided by cell count & 14.1 um \\
Final ANT Viol Nets & 0 \\
Number of DRC markers after the initial detailed-route iteration & roughly 78 \\
Inserted Diodes & 0 \\
Total wire length & 6.02 mm \\
Number of optimization iterations in the first detailed-route pass & 4 \\
\multicolumn{2}{l}{\textbf{Power and ir drop}} \\
Leakage power & 1.15 nW \\
Total power per unit cell area & 84.4 nW/um2 \\
Peak supply drop & 0.0284 mV \\
\multicolumn{2}{l}{\textbf{Timing}} \\
Final-report max-slew violation count & 0 \\
Setup repair after global routing missed its margin & false \\
Worst max-slew margin expressed relative to the limit & 0.750 \\
F\_max & 0.152 GHz \\
Minimum clock period & approximately 6.6 ns \\
Final Hold Viols & 0 \\
Slew at the pin closest to its max-slew limit & 0.371 ns \\
Fin worst setup slack & 1.64 ns \\
Ratio of final minimum period to clock period & 0.800 \\
Total Negative Setup Slacks & 0 ns \\
Setup violations, final & 0 \\
\multicolumn{2}{l}{\textbf{Setup path}} \\
Crit path DAT & between 4 and 5 ns \\
Slowest stage delay, CP & 0.48 ns \\
Chain of cells forming the critical path & clkdlybuf4s50\_1 -> fa\_1 -> fa\_1 -> a211oi\_2 -> o21a\_1 -> o21ai\_1 -> a31oi\_1 -> a21oi\_2 -> o211ai\_1 -> nand2b\_1 -> xor2\_1 -> clkdlybuf4s50\_1 \\
Worst setup EP type & output pin \\
Kind of launch point of the worst setup path & input port \\
Critical path depth & 12 \\
CP delay by family, top & AND-OR/OR-AND gates \\
Req. time, crit path & 6.56 ns \\
Count of buffering cells on the critical path with inverters included & 2 \\
Worst setup path category & in2out \\
Top fanout value on the critical path & 3 \\
Slowest cell on the critical path & sky130\_fd\_sc\_hd\_\_clkdlybuf4s50\_1 \\
\multicolumn{2}{l}{\textbf{Floorplanning}} \\
Core Util at FP & 0.249 \\
Area of the die & 11000 um2 \\
Area of the core region & 6910 um2 \\
Die span in x & 105 um \\
Row cnt & 30 \\
Number of top-level pins & roughly 100 \\
Die Span Y & approximately 110 um \\
\multicolumn{2}{l}{\textbf{Global routing}} \\
Global-route congestion overflow total & 0 \\
Antenna violations before repair & 0 \\
Global-route total usage across every layer & 0.103 \\
First-pass GRT wire length & 9.83 mm \\
Via count of the first global-routing pass & a little over 2000 \\
Maximum number of pins on one net before global-route repair & 10 \\
\multicolumn{2}{l}{\textbf{Min path}} \\
Class of the tightest hold or removal check & in2out \\
Min-Delay Path Depth & 3 \\
\multicolumn{2}{l}{\textbf{Flow run}} \\
Total of max-cap violations & 0 \\
OpenROAD warning count & 32 \\
\multicolumn{2}{l}{\textbf{Placement}} \\
Number of I/O port buffers & slightly below 100 \\
Detail Placement HPWL & 5.45 mm \\
Final weighted congestion of routability-driven global placement & roughly 0.9 \\
Area after DPL & between 2000 and 3000 um2 \\
Pre-CTS setup slack & 1.63 ns \\
\multicolumn{2}{l}{\textbf{Clock tree}} \\
Number of buffers inserted by post-CTS setup repair & 0 \\
Post-cts hold buffer count & 0 \\
Post-cts sizing count & 0 \\
\hline
\end{tabular}
[Yosys cell counts, types with 2 or more instances]
cell type and n:
sky130_fd_sc_hd__ha_1 31, sky130_fd_sc_hd__a21oi_1 30, sky130_fd_sc_hd__nand2_1 19, sky130_fd_sc_hd__xnor2_1 18
sky130_fd_sc_hd__o21ai_0 16, sky130_fd_sc_hd__a21o_1 14, sky130_fd_sc_hd__nor2_1 14, sky130_fd_sc_hd__nand3_1 10
sky130_fd_sc_hd__xor2_1 10, sky130_fd_sc_hd__a31oi_1 9, sky130_fd_sc_hd__o21bai_1 7, sky130_fd_sc_hd__nor2b_1 5
sky130_fd_sc_hd__a21oi_2 4, sky130_fd_sc_hd__nand2b_1 4, sky130_fd_sc_hd__and2_1 3, sky130_fd_sc_hd__and3_1 3
sky130_fd_sc_hd__buf_2 3, sky130_fd_sc_hd__inv_1 3, sky130_fd_sc_hd__a211oi_2 2, sky130_fd_sc_hd__a21boi_0 2
sky130_fd_sc_hd__fa_1 2, sky130_fd_sc_hd__nor3_1 2, sky130_fd_sc_hd__o21a_1 2, sky130_fd_sc_hd__o21ai_1 2
sky130_fd_sc_hd__o221ai_1 2
[where the power goes]
group | switching [mW] | internal [mW]
combinational | 0.0930 | 0.143
clock | 0 | 0
sequential | 0 | 0
[area by class of cell]
| cell class | count | area (um2) | area share |
|---|---|---|---|
| timing repair buffer | 98 | 981 | 0.350 |
| inverter | 3 | 11.3 | 0.00402 |
| tap | 96 | 120 | 0.0429 |
| multi-input combinational | 230 | 1690 | 0.603 |
[worst paths after layout]
path / startpoint / end / slack (ns)
setup / recovery: operand_a[0] / sum[28] / 1.64
hold / removal: cin / sum[0] / 4.37
[stage by stage]
step	hold WS [ns]	util	total power [mW]	std cells
6_report	4.37	0.406	0.236	427
5_1_grt	4.40	0.406	0.262	427
4_1_cts	4.38	0.406	0.240	427
3_5_place_dp	4.38	0.406	0.239	427
3_3_place_gp	4.39	0.406	0.239	427
2_1_floorplan	3.38	-	0.111	237
[cells by family (layout without fill, tap and decap cells)]
group / after synthesis / count (layout) / synth area share
xor gates and xnor gates: 28 / 28 / 0.143
and+or+nand+nor: 68 / 68 / 0.199
AOI/OAI and AO/OA: 101 / 101 / 0.393
buffers and inverters: 7 / 101 / 0.0174
adders and majority gates: 33 / 33 / 0.249
[routing by layer]
layer,GRT usage,vias up,share of wire
met4,0,0,0
met2,0.177,57,0.48
met5,0,-,0
met3,0.0149,0,0.047
met1,0.140,921,0.48
li1,-,1086,-
Power and IR drop assume default switching activity.
