## design/flow/run.sh

```bash
#!/bin/bash
# OpenROAD 26Q1-2900-gdf79404cd8, Yosys 0.63+post, stock flow scripts
make -C /OpenROAD-flow-scripts/flow DESIGN_CONFIG=/design/flow/config.mk WORK_HOME=/design/flow/orfs finish
```

## design/flow/design.v

```verilog
module mul32x32
(
    input  logic [31:0] a,		 
    input  logic [31:0] b,		 
    output logic [63:0] p		 
);
	logic [7:0] a0, a1, a2, a3;
	logic [7:0] b0, b1, b2, b3;
	assign a0 = a[7:0];
	assign a1 = a[15:8];
	assign a2 = a[23:16];
	assign a3 = a[31:24];
	assign b0 = b[7:0];
	assign b1 = b[15:8];
	assign b2 = b[23:16];
	assign b3 = b[31:24];
    logic [15:0] p00, p01, p02, p03;
    logic [15:0] p10, p11, p12, p13;
    logic [15:0] p20, p21, p22, p23;
    logic [15:0] p30, p31, p32, p33;
    mul8x8	m00(.a(a0), .b(b0), .p(p00));
    mul8x8	m01(.a(a0), .b(b1), .p(p01));
    mul8x8	m02(.a(a0), .b(b2), .p(p02));
    mul8x8	m03(.a(a0), .b(b3), .p(p03));
    mul8x8	m10(.a(a1), .b(b0), .p(p10));
    mul8x8	m11(.a(a1), .b(b1), .p(p11));
    mul8x8	m12(.a(a1), .b(b2), .p(p12));
    mul8x8	m13(.a(a1), .b(b3), .p(p13));
    mul8x8	m20(.a(a2), .b(b0), .p(p20));
    mul8x8	m21(.a(a2), .b(b1), .p(p21));
    mul8x8	m22(.a(a2), .b(b2), .p(p22));
    mul8x8	m23(.a(a2), .b(b3), .p(p23));
    mul8x8	m30(.a(a3), .b(b0), .p(p30));
    mul8x8	m31(.a(a3), .b(b1), .p(p31));
    mul8x8	m32(.a(a3), .b(b2), .p(p32));
    mul8x8	m33(.a(a3), .b(b3), .p(p33));
    logic [63:0] t00, t01, t02, t03;
    logic [63:0] t10, t11, t12, t13;
    logic [63:0] t20, t21, t22, t23;
    logic [63:0] t30, t31, t32, t33;
    assign t00 = {48'd0, p00};
    assign t01 = {40'd0, p01, 8'd0};
    assign t02 = {32'd0, p02, 16'd0};
    assign t03 = {24'd0, p03, 24'd0};
    assign t10 = {40'd0, p10, 8'd0};
    assign t11 = {32'd0, p11, 16'd0};
    assign t12 = {24'd0, p12, 24'd0};
    assign t13 = {16'd0, p13, 32'd0};
    assign t20 = {32'd0, p20, 16'd0};
    assign t21 = {24'd0, p21, 24'd0};
    assign t22 = {16'd0, p22, 32'd0};
    assign t23 = {8'd0 , p23, 40'd0};
    assign t30 = {24'd0, p30, 24'd0};
    assign t31 = {16'd0, p31, 32'd0};
    assign t32 = {8'd0 , p32, 40'd0};
    assign t33 = {       p33, 48'd0};
    logic [63:0] s1,s2,s3,s4,s5,s6,s7,s8;
    logic [63:0] s9,s10,s11,s12,s13,s14,s15;
    logic cout_dummy;
    ADDER_64bits add1 (.A(t00), .B(t01), .Cin(1'b0), .Sum(s1), .Cout(cout_dummy));
    ADDER_64bits add2 (.A(t02), .B(t03), .Cin(1'b0), .Sum(s2), .Cout(cout_dummy));
    ADDER_64bits add3 (.A(t10), .B(t11), .Cin(1'b0), .Sum(s3), .Cout(cout_dummy));
    ADDER_64bits add4 (.A(t12), .B(t13), .Cin(1'b0), .Sum(s4), .Cout(cout_dummy));
    ADDER_64bits add5 (.A(t20), .B(t21), .Cin(1'b0), .Sum(s5), .Cout(cout_dummy));
    ADDER_64bits add6 (.A(t22), .B(t23), .Cin(1'b0), .Sum(s6), .Cout(cout_dummy));
    ADDER_64bits add7 (.A(t30), .B(t31), .Cin(1'b0), .Sum(s7), .Cout(cout_dummy));
    ADDER_64bits add8 (.A(t32), .B(t33), .Cin(1'b0), .Sum(s8), .Cout(cout_dummy));
    ADDER_64bits add9  (.A(s1), .B(s2), .Cin(1'b0), .Sum(s9),  .Cout(cout_dummy));
    ADDER_64bits add10 (.A(s3), .B(s4), .Cin(1'b0), .Sum(s10), .Cout(cout_dummy));
    ADDER_64bits add11 (.A(s5), .B(s6), .Cin(1'b0), .Sum(s11), .Cout(cout_dummy));
    ADDER_64bits add12 (.A(s7), .B(s8), .Cin(1'b0), .Sum(s12), .Cout(cout_dummy));
    ADDER_64bits add13 (.A(s9),  .B(s10), .Cin(1'b0), .Sum(s13), .Cout(cout_dummy));
    ADDER_64bits add14 (.A(s11), .B(s12), .Cin(1'b0), .Sum(s14), .Cout(cout_dummy));
    ADDER_64bits add15 (.A(s13), .B(s14), .Cin(1'b0), .Sum(p), .Cout(cout_dummy));
endmodule
module ADDER_64bits 
(
    input logic [63:0] A,
    input logic [63:0] B,
    input logic        Cin,
    output logic [63:0] Sum,
    output logic        Cout
);
	assign {Cout, Sum} = A + B + Cin;
endmodule 
module mul8x8
(
	input [7:0] a,
	input [7:0] b,
	output [15:0] p
);
logic p70, p60, p50, p40, p30, p20, p10, p00;
logic p71, p61, p51, p41, p31, p21, p11, p01;
logic p72, p62, p52, p42, p32, p22, p12, p02;
logic p73, p63, p53, p43, p33, p23, p13, p03;
logic p74, p64, p54, p44, p34, p24, p14, p04;
logic p75, p65, p55, p45, p35, p25, p15, p05;
logic p76, p66, p56, p46, p36, p26, p16, p06;
logic p77, p67, p57, p47, p37, p27, p17, p07;
logic [56:1] s, c;
assign p00 = a[0] & b[0];
assign p10 = a[1] & b[0];
assign p20 = a[2] & b[0];
assign p30 = a[3] & b[0];
assign p40 = a[4] & b[0];
assign p50 = a[5] & b[0];
assign p60 = a[6] & b[0];
assign p70 = a[7] & b[0];
assign p01 = a[0] & b[1];
assign p11 = a[1] & b[1];
assign p21 = a[2] & b[1];
assign p31 = a[3] & b[1];
assign p41 = a[4] & b[1];
assign p51 = a[5] & b[1];
assign p61 = a[6] & b[1];
assign p71 = a[7] & b[1];
assign p02 = a[0] & b[2];
assign p12 = a[1] & b[2];
assign p22 = a[2] & b[2];
assign p32 = a[3] & b[2];
assign p42 = a[4] & b[2];
assign p52 = a[5] & b[2];
assign p62 = a[6] & b[2];
assign p72 = a[7] & b[2];
assign p03 = a[0] & b[3];
assign p13 = a[1] & b[3];
assign p23 = a[2] & b[3];
assign p33 = a[3] & b[3];
assign p43 = a[4] & b[3];
assign p53 = a[5] & b[3];
assign p63 = a[6] & b[3];
assign p73 = a[7] & b[3];
assign p04 = a[0] & b[4];
assign p14 = a[1] & b[4];
assign p24 = a[2] & b[4];
assign p34 = a[3] & b[4];
assign p44 = a[4] & b[4];
assign p54 = a[5] & b[4];
assign p64 = a[6] & b[4];
assign p74 = a[7] & b[4];
assign p05 = a[0] & b[5];
assign p15 = a[1] & b[5];
assign p25 = a[2] & b[5];
assign p35 = a[3] & b[5];
assign p45 = a[4] & b[5];
assign p55 = a[5] & b[5];
assign p65 = a[6] & b[5];
assign p75 = a[7] & b[5];
assign p06 = a[0] & b[6];
assign p16 = a[1] & b[6];
assign p26 = a[2] & b[6];
assign p36 = a[3] & b[6];
assign p46 = a[4] & b[6];
assign p56 = a[5] & b[6];
assign p66 = a[6] & b[6];
assign p76 = a[7] & b[6];
assign p07 = a[0] & b[7];
assign p17 = a[1] & b[7];
assign p27 = a[2] & b[7];
assign p37 = a[3] & b[7];
assign p47 = a[4] & b[7];
assign p57 = a[5] & b[7];
assign p67 = a[6] & b[7];
assign p77 = a[7] & b[7];
half_adder  HA_s1   (.a(p10), .b(p01), 				.sum(s[1]),  	.cout(c[1]));
full_adder  FA_s2   (.a(p20), .b(p11), .cin(p02), 	.sum(s[2]), 	.cout(c[2]));
full_adder  FA_s3   (.a(p21), .b(p12), .cin(p03), 	.sum(s[3]), 	.cout(c[3]));
full_adder  FA_s4   (.a(p22), .b(p13), .cin(p04), 	.sum(s[4]), 	.cout(c[4]));
full_adder  FA_s5   (.a(p50), .b(p41), .cin(p32), 	.sum(s[5]), 	.cout(c[5]));
full_adder  FA_s6   (.a(p23), .b(p14), .cin(p05), 	.sum(s[6]), 	.cout(c[6]));
full_adder  FA_s7   (.a(p51), .b(p42), .cin(p33), 	.sum(s[7]), 	.cout(c[7]));
full_adder  FA_s8   (.a(p24), .b(p15), .cin(p06), 	.sum(s[8]), 	.cout(c[8]));
full_adder  FA_s9   (.a(p52), .b(p43), .cin(p34), 	.sum(s[9]), 	.cout(c[9]));
full_adder  FA_s10  (.a(p25), .b(p16), .cin(p07), 	.sum(s[10]), 	.cout(c[10]));
full_adder  FA_s11  (.a(p62), .b(p53), .cin(p44), 	.sum(s[11]), 	.cout(c[11]));
full_adder  FA_s12  (.a(p35), .b(p26), .cin(p17), 	.sum(s[12]), 	.cout(c[12]));
full_adder  FA_s13  (.a(p72), .b(p63), .cin(p54), 	.sum(s[13]), 	.cout(c[13]));
full_adder  FA_s14  (.a(p45), .b(p36), .cin(p27), 	.sum(s[14]), 	.cout(c[14]));
full_adder  FA_s15  (.a(p55), .b(p46), .cin(p37), 	.sum(s[15]), 	.cout(c[15]));
full_adder  FA_s16  (.a(p65), .b(p56), .cin(p47), 	.sum(s[16]), 	.cout(c[16]));
full_adder  FA_s17  (.a(p75), .b(p66), .cin(p57), 	.sum(s[17]), 	.cout(c[17]));
half_adder  HA_s18  (.a(c[1]),	.b(s[2]), 						.sum(s[18]), .cout(c[18]));
full_adder  FA_s19  (.a(p30),		.b(c[2]), 	.cin(s[3]), 	.sum(s[19]), .cout(c[19]));
full_adder  FA_s20  (.a(p31), 	.b(c[3]), 	.cin(s[4]), 	.sum(s[20]), .cout(c[20]));
full_adder  FA_s21  (.a(c[4]), 	.b(s[5]), 	.cin(s[6]), 	.sum(s[21]), .cout(c[21]));
full_adder  FA_s22  (.a(c[6]), 	.b(s[7]), 	.cin(s[8]), 	.sum(s[22]), .cout(c[22]));
full_adder  FA_s23  (.a(p70), 	.b(p61), 	.cin(c[7]), 	.sum(s[23]), .cout(c[23]));
full_adder  FA_s24  (.a(c[8]), 	.b(s[9]), 	.cin(s[10]), 	.sum(s[24]), .cout(c[24]));
full_adder  FA_s25  (.a(c[10]), 	.b(s[11]), 	.cin(s[12]), 	.sum(s[25]), .cout(c[25]));
full_adder  FA_s26  (.a(c[12]), 	.b(s[13]), 	.cin(s[14]), 	.sum(s[26]), .cout(c[26]));
full_adder  FA_s27  (.a(c[13]), 	.b(c[14]), 	.cin(s[15]), 	.sum(s[27]), .cout(c[27]));
full_adder  FA_s28  (.a(p74), 	.b(c[15]), 	.cin(s[16]), 	.sum(s[28]), .cout(c[28]));
full_adder  FA_s29  (.a(p76), 	.b(p67), 	.cin(c[17]), 	.sum(s[29]), .cout(c[29]));
half_adder  HA_s30  (.a(c[18]),	.b(s[19]), 						.sum(s[30]), .cout(c[30]));
full_adder  FA_s31  (.a(p40),		.b(c[19]), 	.cin(s[20]), 	.sum(s[31]), .cout(c[31]));
full_adder  FA_s32  (.a(c[5]), 	.b(c[21]), 	.cin(s[22]), 	.sum(s[32]), .cout(c[32]));
full_adder  FA_s33  (.a(c[22]), 	.b(s[23]), 	.cin(s[24]), 	.sum(s[33]), .cout(c[33]));
full_adder  FA_s34  (.a(c[23]), 	.b(c[24]), 	.cin(s[25]), 	.sum(s[34]), .cout(c[34]));
full_adder  FA_s35  (.a(c[11]),	.b(c[25]), 	.cin(s[26]), 	.sum(s[35]), .cout(c[35]));
full_adder  FA_s36  (.a(p64), 	.b(c[26]), 	.cin(s[27]), 	.sum(s[36]), .cout(c[36]));
full_adder  FA_s37  (.a(c[16]), 	.b(s[17]), 	.cin(c[28]), 	.sum(s[37]), .cout(c[37]));
half_adder  HA_s38  (.a(c[30]),	.b(s[31]), 						.sum(s[38]), .cout(c[38]));
full_adder  FA_s39  (.a(c[20]),	.b(s[21]), 	.cin(c[31]), 	.sum(s[39]), .cout(c[39]));
full_adder  FA_s40  (.a(c[9]), 	.b(c[33]), 	.cin(s[34]), 	.sum(s[40]), .cout(c[40]));
full_adder  FA_s41  (.a(p73), 	.b(c[35]), 	.cin(s[36]), 	.sum(s[41]), .cout(c[41]));
full_adder  FA_s42  (.a(c[27]), 	.b(s[28]), 	.cin(c[36]), 	.sum(s[42]), .cout(c[42]));
half_adder  HA_s43  (.a(c[38]),	.b(s[39]), 						.sum(s[43]), .cout(c[43]));
full_adder  FA_s44  (.a(p60),		.b(s[32]), 	.cin(c[39]), 	.sum(s[44]), .cout(c[44]));
full_adder  FA_s45  (.a(c[34]), 	.b(s[35]), 	.cin(c[40]), 	.sum(s[45]), .cout(c[45]));
half_adder  HA_s46  (.a(c[43]),	.b(s[44]), 						.sum(s[46]), .cout(c[46]));
full_adder  FA_s47  (.a(c[32]),	.b(s[33]), 	.cin(c[44]), 	.sum(s[47]), .cout(c[47]));
half_adder  HA_s48  (.a(c[46]),	.b(s[47]), 						.sum(s[48]), .cout(c[48]));
full_adder  FA_s49  (.a(p71),		.b(s[40]), 	.cin(c[47]), 	.sum(s[49]), .cout(c[49]));
half_adder  HA_s50  (.a(c[48]),	.b(s[49]), 						.sum(s[50]), .cout(c[50]));
full_adder  FA_s51  (.a(s[45]),	.b(c[49]), 	.cin(c[50]), 	.sum(s[51]), .cout(c[51]));
full_adder  FA_s52  (.a(s[41]), 	.b(c[45]), 	.cin(c[51]), 	.sum(s[52]), .cout(c[52]));
full_adder  FA_s53  (.a(c[41]), 	.b(s[42]), 	.cin(c[52]), 	.sum(s[53]), .cout(c[53]));
full_adder  FA_s54  (.a(c[42]), 	.b(s[37]), 	.cin(c[53]), 	.sum(s[54]), .cout(c[54]));
full_adder  FA_s55  (.a(s[29]), 	.b(c[37]), 	.cin(c[54]), 	.sum(s[55]), .cout(c[55]));
full_adder  FA_s56  (.a(p77), 	.b(c[29]), 	.cin(c[55]), 	.sum(s[56]), .cout(c[56]));
assign p = {c[56],s[56],s[55],s[54],s[53],s[52],s[51],s[50],s[48],s[46],s[43],s[38],s[30],s[18],s[1],p00};
endmodule 
module half_adder (
    input  logic a,
    input  logic b,
    output logic sum,
    output logic cout
);
    assign sum  = a ^ b;
    assign cout = a & b;
endmodule
module full_adder (
    input  logic a,
    input  logic b,
    input  logic cin,
    output logic sum,
    output logic cout
);
    assign sum  = a ^ b ^ cin;
    assign cout = (a & b) | (b & cin) | (a & cin);
endmodule
```

## design/flow/config.mk

```make
export PLATFORM = sky130hd
export DESIGN_NAME = mul32x32
export DESIGN_NICKNAME = mul32x32
export VERILOG_FILES = /design/flow/design.v
export SDC_FILE = /design/flow/constraint.sdc
export NUM_CORES = 4
export LEC_CHECK = 1
export CORE_UTILIZATION = 40
```

## design/flow/constraint.sdc

```tcl
current_design mul32x32

set clk_period 63.2
set clk_io_pct 0.2

create_clock -name clk0 -period $clk_period

set non_clock_inputs [all_inputs -no_clocks]
set_input_delay [expr $clk_period * $clk_io_pct] -clock clk0 $non_clock_inputs
set_output_delay [expr $clk_period * $clk_io_pct] -clock clk0 [all_outputs]
```

==> flow_metrics.py <==
# Flow results
metrics = {
    "outcome": {
        "outcome": "finished clean",
    },
    "synthesis": {
        "syn_inst": 4429,
        "yosysCellCount": 4429,
        "top_area_cell": "fa_1",
        "synth.top_cell.area_share": 0.420,
        "ys_types": 85,
        "yosys.stat.seqShare": 0,
        "synth_area_um2": 37300,
        "yosysChipArea_um2": 37300,
        "top_cells_by_count": "783 x fa_1, 719 x inv_1, 607 x nand2_1, 543 x and2_1, 331 x ha_1",
        "area_leaders": "fa_1 42%, ha_1 11%, and2_1 9.1%",
        "yosys_warnings": 1,
        "synthesis.area_per_instance_um2": 8.43,
        "synth_top_cell_by_count": "fa_1",
    },
    "worst_setup_path": {
        "startpoint_type": "primary input",
        "path_delay_family": "adder cells",
        "cp.depth": 58,
        "crit_type": "in2out",
        "worstSetupStartpoint": "a[0]",
        "critical_path_buf_inv_count": 6,
        "cp_data_required_time_ns": 50.56,
        "slowest_stage": "nor4b_1",
        "crit_path_max_incr_delay_ns": 0.72,
        "end_kind": "output port",
        "crit_fanout": 32,
        "crit_arrival_ns": 29.55,
        "cpMostUsedCell": "fa_1",
    },
    "placement": {
        "place.gp.congestion": 0.946,
        "portBuffers": 128,
        "dp.final_hpwl_mm": 82.1,
    },
    "drt": {
        "via_count": 28500,
        "routed_wl_mm": 103,
        "wl_per_cell_um": 18.1,
        "drtIter0Drc": 1032,
        "drc": 0,
        "viasPerCell": 5.05,
        "postRouteAntennaNets": 0,
        "dr.pass1.iters": 6,
    },
    "power": {
        "vdd_drop_max_mv": 0.288,
        "power_density_nw_per_um2": 259,
        "swShare": 0.509,
        "p_leak_nw": 19.6,
        "intPower_mw": 5.07,
        "p_switching_mw": 5.26,
    },
    "global_routing": {
        "grt_util_all_layers": 0.239,
        "grt_pass1_vias": 30400,
        "grt_max_degree": 33,
        "grt-ovfl-total": 0,
        "grt_pass1_wl_mm": 166,
        "antenna_found_initial": 4,
    },
    "floorplanning": {
        "die_area_um2": 94500,
        "fp.coreArea_um2": 92100,
        "io_pins": 128,
        "fp.dieW_um": 307,
        "die.size.y_um": 307,
        "fp_util": 0.405,
        "num_rows": 111,
    },
    "sta": {
        "slew_viol_final": 0,
        "hold_ws_ns": 26.58,
        "finalHoldViolCount": 0,
        "setup_tns_ns": 0,
        "relSlewSlack": 0.442,
        "fmaxAchievable_mhz": 23.7,
        "fin_crit_sh": 0.668,
        "grt_setup_unrepaired": "no",
        "worstMarginPinSlew_ns": 0.826,
        "fin_crit_ns": 42.19,
        "setup_viol": 0,
    },
    "layout": {
        "drive_gt1_frac": 0.0245,
        "n_clock_buffer": 0,
        "seq_area_um2": 0,
        "flops": 0,
        "post-route-util": 0.432,
        "syn2layout_area_growth_pct": 6.70,
    },
    "job": {
        "maxCapViolCount": 0,
        "warning_count": 32,
    },
    "clock_tree": {
        "postCtsResizedCells": 0,
        "holdBufCountCts": 0,
        "post_cts_buffers": 0,
    },
    "worst_hold_path": {
        "min_path_type": "in2out",
        "hold_depth": 4,
        "hp-start": "a[0]",
    },
}
-- logic make-up (layout without fill, tap and decap cells) --
kind of cell / after synthesis / count (layout) / share of synthesized area
AND/OR/NAND/NOR: 1532 / 1532 / 0.205
adder cells (fa/ha/maj): 1114 / 1114 / 0.531
buffers and inverters: 941 / 917 / 0.0958
AND-OR/OR-AND: 564 / 564 / 0.102
XOR/XNOR: 272 / 272 / 0.0642
multiplexers: 5 / 5 / 0.00141
other: 1 / 5 / 0.000100
-- layer usage --
| metal | routed length [um] | vias up | GRT usage | share of wire |
|---|---|---|---|---|
| li1 | - | 13700 | - | - |
| met1 | 43700 | 13900 | 0.325 | 0.43 |
| met4 | 2450 | 2 | 0.0427 | 0.024 |
| met5 | 12 | - | 0 | 0.00012 |
| met3 | 11300 | 81 | 0.111 | 0.11 |
| met2 | 45100 | 817 | 0.364 | 0.44 |
-- path summary, 6_finish.rpt --
kind	endpoint	slack [ns]
min	p[0]	26.58
max	p[61]	21.01
-- layout make-up --
type                       instances  area (um2)
antenna                            1        2.50
inverter                         719        2700
fill                            9090       52300
multi-input combinational       3491       33800
timing repair buffer             198        1810
tap                             1243        1560
-- power groups by stage --
| stage | registers [mW] | clock network, mW | logic (mW) |
|---|---|---|---|
| 5_1_grt | 0 | 0 | 11.6 |
| 4_1_cts | 0 | 0 | 10.5 |
-- cell usage in the layout, fill, tap and decap left out, types with 74 or more instances in the layout --
cell             synthesis  layout
nand2_1                607     607
a21oi_1                161     161
xor2_1                  74      74
and2_1                 543     543
fa_1                   783     783
nor2_1                 144     144
clkdlybuf4s50_1          0     128
o21ai_0                 80      80
a21o_1                  87      87
xnor2_1                196     196
inv_1                  719     719
ha_1                   331     331
-- per-stage QoR --
stage	std cells	total power, mW	worst slack [ns]	cell area, um2
6_report	5652	10.3	21.01	39800
5_1_grt	5651	11.6	19.73	39800
4_1_cts	5651	10.5	20.91	39800
3_5_place_dp	5651	10.4	21.01	39800
3_3_place_gp	5651	10.4	21.05	39800
2_1_floorplan	4432	6.20	23.96	37300
No activity file was given, so power comes from the tool's default toggle rates.
